==> flow/design.v <==
module axilite_s(
    input  wire         s_axi_aclk,       
    input  wire         s_axi_aresetn,    
    input  wire         s_axi_awvalid,    
    output reg          s_axi_awready,    
    input  wire [31: 0] s_axi_awaddr,     
    input  wire         s_axi_wvalid,     
    output reg          s_axi_wready,     
    input  wire [31: 0] s_axi_wdata,      
    output reg          s_axi_bvalid,     
    input  wire         s_axi_bready,     
    output reg  [1: 0]  s_axi_bresp,      
    input  wire         s_axi_arvalid,    
    output reg          s_axi_arready,    
    input  wire [31: 0] s_axi_araddr,     
    output reg          s_axi_rvalid,     
    input  wire         s_axi_rready,     
    output reg [31: 0]  s_axi_rdata,      
    output reg  [1: 0]  s_axi_rresp       
);
localparam idle            = 0, 
           send_waddr_ack  = 1,  
           send_raddr_ack  = 2,  
           send_wdata_ack  = 3,  
           update_mem      = 4,  
           send_wr_err     = 5,  
           send_wr_resp    = 6,  
           gen_data        = 7,  
           send_rd_err     = 8,  
           send_rdata      = 9;  
reg [3:0] state = idle;          
reg [3:0] next_state = idle;     
reg [1:0] count = 0;             
reg [31:0] waddr, raddr;         
reg [31:0] wdata, rdata;         
reg [31:0] mem [128];            
always @(posedge s_axi_aclk) begin
    if (!s_axi_aresetn) begin
        state <= idle;
        for (int i = 0; i < 128; i++) mem[i] <= 0;
        s_axi_awready <= 0;
        s_axi_wready  <= 0;
        s_axi_bvalid  <= 0;
        s_axi_bresp   <= 0;
        s_axi_arready <= 0;
        s_axi_rvalid  <= 0;
        s_axi_rdata   <= 0;
        s_axi_rresp   <= 0;
        waddr         <= 0;
        raddr         <= 0;
        wdata         <= 0;
        rdata         <= 0;
    end else begin
        case (state)
        idle: begin
            s_axi_awready <= 0;
            s_axi_wready  <= 0;
            s_axi_bvalid  <= 0;
            s_axi_bresp   <= 0;
            s_axi_arready <= 0;
            s_axi_rvalid  <= 0;
            s_axi_rdata   <= 0;
            s_axi_rresp   <= 0;
            count         <= 0;
            if (s_axi_awvalid) begin
                state         <= send_waddr_ack;
                waddr         <= s_axi_awaddr;
                s_axi_awready <= 1;
            end else if (s_axi_arvalid) begin
                state         <= send_raddr_ack;
                raddr         <= s_axi_araddr;
                s_axi_arready <= 1;
            end
        end
        send_waddr_ack: begin
            s_axi_awready <= 0;
            if (s_axi_wvalid) begin
                wdata        <= s_axi_wdata;
                s_axi_wready <= 1;
                state        <= send_wdata_ack;
            end
        end
        send_wdata_ack: begin
            s_axi_wready <= 0;
            if (waddr < 128) begin
                mem[waddr] <= wdata;
                state      <= send_wr_resp;
            end else begin
                state        <= send_wr_err;
                s_axi_bresp  <= 2'b11;   
                s_axi_bvalid <= 1;
            end
        end
        send_wr_resp: begin
            s_axi_bresp  <= 2'b00;   
            s_axi_bvalid <= 1;
            if (s_axi_bready)
                state <= idle;
        end
        send_wr_err: begin
            if (s_axi_bready)
                state <= idle;
        end
        send_raddr_ack: begin
            s_axi_arready <= 0;
            if (raddr < 128)
                state <= gen_data;
            else begin
                s_axi_rvalid <= 1;
                s_axi_rdata  <= 0;
                s_axi_rresp  <= 2'b11;  
                state        <= send_rd_err;
            end
        end
        gen_data: begin
            if (count < 2) begin
                rdata <= mem[raddr];
                count <= count + 1;
            end else begin
                s_axi_rvalid <= 1;
                s_axi_rdata  <= rdata;
                s_axi_rresp  <= 2'b00;  
                if (s_axi_rready)
                    state <= idle;
            end
        end
        send_rd_err: begin
            if (s_axi_rready)
                state <= idle;
        end
        default: state <= idle;
        endcase
    end
end
endmodule
interface axi_if;
  logic clk, resetn;
  logic awvalid, awready;
  logic arvalid, arready;
  logic wvalid, wready;
  logic bready, bvalid;
  logic rvalid, rready;
  logic [31:0] awaddr, araddr, wdata, rdata;
  logic [1:0] wresp, rresp;
endinterface
==> flow/run.sh <==
#!/bin/bash
# OpenROAD 26Q1-2900-gdf79404cd8, Yosys 0.63+post, stock flow scripts
make -C /OpenROAD-flow-scripts/flow DESIGN_CONFIG=/design/flow/config.mk WORK_HOME=/design/flow/orfs finish
==> flow/config.mk <==
export PLATFORM = sky130hd
export DESIGN_NAME = axilite_s
export DESIGN_NICKNAME = axilite_s
export VERILOG_FILES = /design/flow/design.v
export SDC_FILE = /design/flow/constraint.sdc
export NUM_CORES = 4
export LEC_CHECK = 1
export CORE_UTILIZATION = 30
==> flow/constraint.sdc <==
current_design axilite_s

set clk_period 89.5
set clk_io_pct 0.2

create_clock -name clk0 -period $clk_period [get_ports {s_axi_aclk}]

set non_clock_inputs [all_inputs -no_clocks]
set_input_delay [expr $clk_period * $clk_io_pct] -clock clk0 $non_clock_inputs
set_output_delay [expr $clk_period * $clk_io_pct] -clock clk0 [all_outputs]
==> run_results.csv <==
group,metric,value,unit
placed_design,dp_cells,21000,
clock_network,hold_buffers,0,
sta,setup_viol,0,
die,die_area,648000,um2
final_layout,fillers,60100,
clock_network,clockBufferDepth,4,
synthesis,synth_warnings,1,
global_routing,globalRouteMet1Util,21.7,%
sta,hold_viol_final,0,
final_layout,layout_top_cells,"and2_1 (4,134), edfxtp_1 (4,098), mux4_2 (813)",
sta,rsz0062_at_grt,"false",
final_layout,layout_top_cell,"and2_1",
critical_path,reg2reg_depth,13,
sta,finalClockPeriodUsage,23.4,%
sta,tns,0,ns
global_routing,overflow,0,
final_layout,logic_area,62500,um2
power,leakagePower,74.2,nW
clock_network,numCtsBuffers,434,
clock_network,post_cts_resized,0,
synthesis,ys.flops,4269,
global_routing,use_met3,15.0,%
synthesis,flop_cell,"edfxtp_1",
power,ir_drop,18.4,uV
critical_path,end_kind,"flip-flop",
min_path,hold_path_class,"reg2reg",
drt,routedWlPerCell,27.0,um
die,core_area,642000,um2
synthesis,synth_cell_types,65,
final_layout,seq_area,127000,um2
global_routing,grt_start_max_net_pins,95,
drt,drc,0,
global_routing,track_usage,19.1,%
synthesis,synth_chip_area,193000,um2
sta,drv_slew,0,
min_path,whs_path_depth,2,
clock_network,worstSkewPairLatency,1.06,ns
drt,drt-pass1-iter-count,6,
run,log.warning_count,26,
final_layout,final_cells,21800,
critical_path,cp_slowest_cell,"nor2_2",
drt,antenna_left,0,
synthesis,netlist_instances,13000,
critical_path,cp_max_fo,33,
final_layout,syn2layout_area_growth,13.3,%
placed_design,gp_congestion,0.946,
critical_path,path_class,"in2reg",
clock_network,path_clk_slew,0.06,ns
critical_path,cp.arrival,21.84,ns
placed_design,io_buffer_count,143,
power,power.total,4.61,mW
die,fp_util,30.1,%
global_routing,top_usage_layer,"met2",
status,status,"complete, no violations",
global_routing,grt_pass1_wl,832000,um
sta,finClkSkew,0.0660,ns
power,p_per_area,21.1,nW/um2
critical_path,cpMostUsedCell,"nand2_1",
clock_network,cts_sinks,4269,
run,cap_violations,0,
critical_path,crit_path_start_kind,"input port",
placed_design,dpl.hpwl,366000,um
clock_network,cts_root_buf,"clkbuf_16",
critical_path,path_cells,"buf_8, buf_4, nand2_1, nor2_1, nand2_1, nor2_2, and2_1",
die,die-width,805,um
sta,post-route-min-period,20.96,ns
global_routing,antenna_found_initial,28,
synthesis,ys_cells,13000,
final_layout,drive_above_1_share,17.6,%
clock_network,cts_setup_buffers,0,
final_layout,final_core_util,34.2,%
drt,vias_per_cell,4.86,
synthesis,synth-edff-count,4098,
global_routing,grt_pass1_vias,110000,
sta,fmax,47.7,MHz
synthesis,syn_area_per_cell,14.9,um2
die,pin_count,144,
drt,drtIter0Drc,6971,
critical_path,required,90.38,ns
synthesis,netlist_area,193000,um2
clock_network,cts-htree-levels,5,
clock_network,cts_tree,"done",
sta,max-slew-margin-rel,25.4,%
synthesis,synth_sequential_area_ratio,65.4,%
drt,vias,106000,
sta,worst_slew_pin_slew,1.11,ns
die,rows,294,
synthesis,synthArstFlopShare,0,%
drt,wl,589000,um
critical_path,critical_path.max_stage_delay,1.02,ns
die,die_height,805,um
global_routing,use_met2,27.4,%
## through the flow
| step | cell area [um2] | worst slack (ns) | hold slack (ns) |
|---|---|---|---|
| detailed placement | 206000 | 67.59 | 0.449 |
| CTS | 219000 | 68.66 | 0.457 |
| global placement | 206000 | 67.56 | 0.444 |
| global route | 219000 | 68.38 | 0.476 |
| floorplan | 193000 | 67.92 | 0.416 |
| finish | 219000 | 68.54 | 0.455 |
## path summary, 6_finish.rpt
path | to | from | slack [ns]
hold / removal | raddr[16] | raddr[16] | 0.45
setup / recovery | mem[118][0] | s_axi_aresetn | 68.54
setup reg to reg | rdata[4] | raddr[0] | 82.30
hold reg to reg | raddr[16] | raddr[16] | 0.45
## kinds of logic after synthesis
family          share of synthesized area, %
xor+xnor                             0.00453
simple gates                            15.5
compound gates                          3.53
flops                                   65.4
buf+inv                                 3.17
mux                                     12.4
## power breakdown
group	total, mW	internal (mW)	switching (mW)
Clock	1.74	0.966	0.778
Combinational	0.571	0.168	0.403
Sequential	2.30	2.25	0.0468
## critical path, delay by kind of cell
family	cells	cell delay, ns
simple gates	5	2.73
buf+inv	2	1.00
## routing by layer
metal | vias to the layer above | routed length [um]
met2 | 4919 | 260000
met3 | 917 | 103000
li1 | 47300 | -
met5 | - | 599
met4 | 26 | 28300
met1 | 52800 | 197000
## layout make-up
type / instances / area share (%)
clock buffer: 558 / 5.29
tap: 8584 / 4.90
antenna: 25 / 0.0285
inverter: 21 / 0.0360
multi-input combinational: 7401 / 28.5
clock inverter: 239 / 0.818
sequential: 4269 / 57.8
timing repair buffer: 708 / 2.64
## sequential cells by signal, indices dropped and copies added (netlist names)
signal         count
s_axi_awready      1
state              4
s_axi_rresp        1
s_axi_bvalid       1
s_axi_rdata       32
count              2
mem             4096
s_axi_bresp        1
s_axi_arready      1
s_axi_wready       1
waddr             32
s_axi_rvalid       1
rdata             32
raddr             32
wdata             32
## synthesized netlist by cell type, drive strengths merged, types with 2 or more instances
master	count	area, um2
mux2	20	225
nor3	43	220
nand3	113	578
a2111oi	6	52.6
a221o	3	30.0
a21oi	113	566
nand3b	3	35.0
nand2	388	1460
clkinv	16	60.1
a311oi	3	26.3
edfxtp	4098	123000
nand4	33	221
clkbuf	1060	4100
o21bai	12	90.1
a22oi	243	1820
buf	269	1960
a21o	2	15.0
nor3b	2	15.0
o221a	3	33.8
a21boi	103	773
o22ai	79	494
dfxtp	171	3420
and3	6	37.5
or2	5	31.3
o211ai	36	270
o221ai	43	377
nand2b	15	93.8
or4	5	37.5
mux4	813	18300
o21ai	237	1190
nor2	188	906
inv	5	18.8
a31oi	10	62.6
and2	4141	25900
nand4b	3	41.3
o2111ai	25	219
or3	16	100
a211oi	42	315
nor2b	27	169
mux2i	536	5370
nor4	22	138
or3b	4	35.0
a221oi	53	464
Power and IR drop assume default switching activity.
